**./design.v**
```verilog
module hammingDecoder(clk,codeword,data);
	input clk;
	input [6:0] codeword;
	output reg[3:0] data;
	reg [2:0] s;
	reg [6:0] c2;
	always@(posedge clk) begin
		s[0] = codeword[0]^codeword[2]^codeword[4]^codeword[6];
		s[1] = codeword[1]^codeword[2]^codeword[5]^codeword[6];
		s[2] = codeword[3]^codeword[4]^codeword[5]^codeword[6];
		c2=codeword;
		if(s)
			c2[s-1]=~codeword[s-1];
	end
	always@(c2)	begin
		data[0]=c2[2];
		data[1]=c2[4];
		data[2]=c2[5];
		data[3]=c2[6];
	end
endmodule
```
**./run.sh**
```bash
#!/bin/bash
# OpenROAD 26Q1-2900-gdf79404cd8, Yosys 0.63+post, stock flow scripts
make -C /OpenROAD-flow-scripts/flow DESIGN_CONFIG=/design/flow/config.mk WORK_HOME=/design/flow/orfs finish
```
**./constraint.sdc**
```tcl
current_design hammingDecoder

set clk_period 3.3
set clk_io_pct 0.2

create_clock -name clk0 -period $clk_period [get_ports {clk}]

set non_clock_inputs [all_inputs -no_clocks]
set_input_delay [expr $clk_period * $clk_io_pct] -clock clk0 $non_clock_inputs
set_output_delay [expr $clk_period * $clk_io_pct] -clock clk0 [all_outputs]
```
**./config.mk**
```make
export PLATFORM = sky130hd
export DESIGN_NAME = hammingDecoder
export DESIGN_NICKNAME = hammingDecoder
export VERILOG_FILES = /design/flow/design.v
export SDC_FILE = /design/flow/constraint.sdc
export NUM_CORES = 4
export LEC_CHECK = 1
export CORE_AREA = 10 10 70 70
export DIE_AREA = 0 0 80 80
```
==> CHANGELOG.md <==
### Implementation results

- Status: complete, no violations
- Asr flop ratio synth: 0%
- Final Cell Area: about 810 µm²
- Die Area: about 6400 µm²
- Area leader, netlist: xnor3_1
- Top area contributor share: about a fifth
- Post-synth top cells: xnor2_1, a21oi_1, ha_1, xnor3_1, dfxtp_1
- Fillers: roughly 370
- Area reported by Yosys stat: 601 µm²
- Root buf cell: clkbuf_4
- Pre-antenna DRT Iters: 2
- Post-CTS Setup Inserts: 0
- Max Transition Viols Final: 0
- Log Warnings: 29
- Global-route wire length before repair: roughly 2100 µm
- DP Worst Slack: between 0.07 and 0.08 ns
- Syn Std Cell Area: roughly 600 µm²
- Delay-heaviest family, CP: AND-OR/OR-AND gates
- Worst slew margin relative to its limit: between 60% and 70%
- Sequential power share: 18.4%
- Worst setup startpoint: codeword[6]
- # DRC: 0
- Post-CTS resize count: 0
- Clock Power Share: 17.7%
- Max reg flops: 4
- Crit. path cell count: 9
- Synth-to-Final Area Change: 35.2%
- Setup crit end: c2[6]
- Init Core Util: around 18%
- Ys flops: 4
- Actual slew at the worst max-slew pin: between 0.5 and 0.6 ns
- Overall Power: 0.000326 W
- I/O Buffers: 11
- Hold Startpoint: codeword[5]
- Share of cells above drive strength 1: between 20% and 30%
- Post-Place Cell Area: about 790 µm²
- Count of library flops with an enable pin: 0
- Unique cell type count in the Yosys netlist: 29
- Core area: 3420 µm²
- Main area contributors: xnor3_1, dfxtp_1, ha_1
- Crit-path cells: clkdlybuf4s50_1, xnor2_1, xnor2_1, ha_1, or2_2, a21oi_1, a22oi_1, a22oi_2, a32o_1
- Logic pwr share: between 60% and 70%
- Net Sw Frac: between 30% and 40%
- Sink Count: 4
- Fin Setup TNS: 0 ns
- CP dominant cell by count: xnor2_1
- Psw: about 0.00011 W
- # setup viols final: 0
- Main flop type: dfxtp_1
- Worst Setup End Kind: flip-flop
- Leak: 0.354 nW
- Warnings, synthesis: 1
- WP buf/inv: 1
- H-tree levels: 1
- Crit Path Class: input port to flip-flop
- Highest-delay cell along the critical path: clkdlybuf4s50_1
- Peak Freq: between 300 and 400 MHz
- Seq/Total Area, Yosys: roughly an eighth
- Initial drt markers: 22
- Number of global-route vias before repair: roughly 470
- Crit share post-route: about nine tenths
- Worst Hold Class: input port to flip-flop
- Vias: 459
- Antenna Nets Post-Route: 0
- Avg Vias per Cell: about 3.8
- Site Rows: 21
- Crit path DRT: ~3.5 ns
- RSZ-0062 raised after global routing: false
- Most common cell in the netlist: xnor2_1
- Crit path largest cell delay: between 0.5 and 0.6 ns
- Initial antenna violation count: 0
- CTS tree: built
- Final Hold Fails: 0
- Worst-path maximum fanout: 7
- TritonCTS buffer count: 3
- Pint: around 0.00021 W
- ANT cells: 0
- Synthesized instance count: 59
- Die Height: roughly 80 µm
- Routed WL per cell: approximately 9.5 µm
- Largest net degree at the start of global routing: 8
- Hold buffer count at CTS: 0
- Clk buf depth: 2
- Pwr dens: approximately 400 nW/µm²
- CP Launch Type: input port
- DRT Wirelength: 1160 µm
- HPWL Detailed: 1020 µm
- Fin crit period: 2.96 ns
- Final GP Congestion: 0.783
- Worst setup slack after layout: ~0.34 ns
- WP data arrival: around 3.1 ns
- Io pins: 12
- Die W: around 80 µm
- Maximum capacitance violations: 0
- Syn Area/Cell: 10.2 µm²
- Maximum VDD drop: around 80 µV
- Clock-pin slew on the worst setup and hold paths: around 0.03 ns
- GRT Overall Usage: under 10%
- Number of cells in Yosys stat: just under 60
- Global route overflow: 0
## area by class of cell
| class | count | area (µm²) | share of cell area (%) |
|---|---|---|---|
| multi-input combinational | 50 | 485 | 59.8 |
| timing repair buffer | 18 | 163 | 20.0 |
| sequential | 4 | 80.1 | 9.86 |
| tap | 46 | 57.6 | 7.09 |
| clock buffer | 3 | 22.5 | 2.77 |
| inverter | 1 | 3.75 | 0.462 |
## power groups by stage
| stage | combinational (W) | clock [W] | sequential, W |
|---|---|---|---|
| final | 0.000208 | 0.0000578 | 0.0000599 |
| after CTS | 0.000209 | 0.0000620 | 0.0000600 |
| after global routing | 0.000232 | 0.0000635 | 0.0000608 |
## how the worst min path moves through the flow
| stage | slack [ns] | end | depth (start not counted) |
|---|---|---|---|
| 5_1_grt | 1.23 | c2[5] | 3 |
| 4_1_cts | 1.21 | c2[5] | 3 |
| 6_report | 1.22 | c2[5] | 3 |
## stage by stage
stage | hold WS [ns] | cells | util (%)
6_report | 1.22 | 122 | 23.8
5_1_grt | 1.23 | 122 | 23.8
4_1_cts | 1.21 | 122 | 23.8
3_5_place_dp | 1.34 | 119 | 23.1
3_3_place_gp | 1.34 | 119 | 23.1
2_1_floorplan | 0.787 | 59 | -
## per-layer routing
layer,vias up,wire (µm),share of wire (%),global-route usage [%]
met1,203,548,47,4.82
met2,8,539,46,6.10
li1,248,-,-,-
met5,-,0,0,0
met3,0,73,6.3,1.48
met4,0,0,0,0.528
## placed cells by master (no fill, tap or decap), types with 2 or more instances in the layout
master / instances
a21oi_1: 5
and3_1: 2
buf_4: 7
clkbuf_4: 3
clkdlybuf4s50_1: 11
dfxtp_1: 4
ha_1: 5
nand2_1: 2
nand2b_1: 2
nand3b_1: 2
nand4b_1: 2
nor2_1: 2
o21ai_0: 2
xnor2_1: 7
xnor3_1: 5
xor2_1: 2
## logic make-up (layout without fill, tap and decap cells)
| logic type | Yosys count | after routing | share of synthesized area [%] |
|---|---|---|---|
| and+or+nand+nor | 14 | 14 | 14.2 |
| AOI/OAI and AO/OA | 16 | 16 | 19.8 |
| adders and majority gates | 5 | 5 | 10.4 |
| DFF | 4 | 4 | 13.3 |
| buffers and inverters | 5 | 22 | 5.83 |
| xor gates and xnor gates | 15 | 15 | 36.5 |
## tightest hold or removal path: cells and delay by family
kind	cells	cell delay, ns
AND-OR/OR-AND	1	0.11
buffers and inverters	2	0.64
Power and IR drop assume default switching activity.
