[/design/flow/run.sh]
#!/bin/bash
# OpenROAD 26Q1-2900-gdf79404cd8, Yosys 0.63+post, stock flow scripts
make -C /OpenROAD-flow-scripts/flow DESIGN_CONFIG=/design/flow/config.mk WORK_HOME=/design/flow/orfs finish
[/design/flow/config.mk]
export PLATFORM = sky130hd
export DESIGN_NAME = CRC
export DESIGN_NICKNAME = CRC
export VERILOG_FILES = /design/flow/design.v
export SDC_FILE = /design/flow/constraint.sdc
export NUM_CORES = 4
export LEC_CHECK = 1
export CORE_UTILIZATION = 50
[/design/flow/constraint.sdc]
current_design CRC

set clk_period 3.3
set clk_io_pct 0.2

create_clock -name clk0 -period $clk_period [get_ports {CLK}]

set non_clock_inputs [all_inputs -no_clocks]
set_input_delay [expr $clk_period * $clk_io_pct] -clock clk0 $non_clock_inputs
set_output_delay [expr $clk_period * $clk_io_pct] -clock clk0 [all_outputs]
[/design/flow/design.v]
module CRC(CLK, RST, CRC, DATA);
input CLK,RST;
input [0:0] DATA;
output [63:0] CRC;
reg [63:0] CRC;
always @(posedge CLK or negedge RST )
if(!RST)
CRC=64'b1111111111111111111111111111111111111111111111111111111111111111 ;
else  begin
  CRC[63] <= CRC[62] ;
  CRC[62] <= CRC[63] ^ CRC[61] ^ DATA[0] ;
  CRC[61] <= CRC[60] ;
  CRC[60] <= CRC[59] ;
  CRC[59] <= CRC[58] ;
  CRC[58] <= CRC[57] ;
  CRC[57] <= CRC[61] ^ CRC[56] ^ DATA[0] ;
  CRC[56] <= CRC[55] ;
  CRC[55] <= CRC[61] ^ CRC[54] ^ DATA[0] ;
  CRC[54] <= CRC[61] ^ CRC[53] ^ DATA[0] ;
  CRC[53] <= CRC[61] ^ CRC[52] ^ DATA[0] ;
  CRC[52] <= CRC[61] ^ CRC[51] ^ DATA[0] ;
  CRC[51] <= CRC[50] ;
  CRC[50] <= CRC[49] ;
  CRC[49] <= CRC[48] ;
  CRC[48] <= CRC[47] ;
  CRC[47] <= CRC[61] ^ CRC[46] ^ DATA[0] ;
  CRC[46] <= CRC[61] ^ CRC[45] ^ DATA[0] ;
  CRC[45] <= CRC[61] ^ CRC[44] ^ DATA[0] ;
  CRC[44] <= CRC[43] ;
  CRC[43] <= CRC[42] ;
  CRC[42] <= CRC[41] ;
  CRC[41] <= CRC[40] ;
  CRC[40] <= CRC[61] ^ CRC[39] ^ DATA[0] ;
  CRC[39] <= CRC[61] ^ CRC[38] ^ DATA[0] ;
  CRC[38] <= CRC[61] ^ CRC[37] ^ DATA[0] ;
  CRC[37] <= CRC[61] ^ CRC[36] ^ DATA[0] ;
  CRC[36] <= CRC[35] ;
  CRC[35] <= CRC[61] ^ CRC[34] ^ DATA[0] ;
  CRC[34] <= CRC[33] ;
  CRC[33] <= CRC[61] ^ CRC[32] ^ DATA[0] ;
  CRC[32] <= CRC[61] ^ CRC[31] ^ DATA[0] ;
  CRC[31] <= CRC[61] ^ CRC[30] ^ DATA[0] ;
  CRC[30] <= CRC[29] ;
  CRC[29] <= CRC[61] ^ CRC[28] ^ DATA[0] ;
  CRC[28] <= CRC[27] ;
  CRC[27] <= CRC[61] ^ CRC[26] ^ DATA[0] ;
  CRC[26] <= CRC[25] ;
  CRC[25] <= CRC[24] ;
  CRC[24] <= CRC[61] ^ CRC[23] ^ DATA[0] ;
  CRC[23] <= CRC[61] ^ CRC[22] ^ DATA[0] ;
  CRC[22] <= CRC[61] ^ CRC[21] ^ DATA[0] ;
  CRC[21] <= CRC[61] ^ CRC[20] ^ DATA[0] ;
  CRC[20] <= CRC[19] ;
  CRC[19] <= CRC[61] ^ CRC[18] ^ DATA[0] ;
  CRC[18] <= CRC[17] ;
  CRC[17] <= CRC[61] ^ CRC[16] ^ DATA[0] ;
  CRC[16] <= CRC[15] ;
  CRC[15] <= CRC[14] ;
  CRC[14] <= CRC[13] ;
  CRC[13] <= CRC[61] ^ CRC[12] ^ DATA[0] ;
  CRC[12] <= CRC[61] ^ CRC[11] ^ DATA[0] ;
  CRC[11] <= CRC[10] ;
  CRC[10] <= CRC[61] ^ CRC[9] ^ DATA[0] ;
  CRC[9] <= CRC[61] ^ CRC[8] ^ DATA[0] ;
  CRC[8] <= CRC[7] ;
  CRC[7] <= CRC[61] ^ CRC[6] ^ DATA[0] ;
  CRC[6] <= CRC[5] ;
  CRC[5] <= CRC[4] ;
  CRC[4] <= CRC[61] ^ CRC[3] ^ DATA[0] ;
  CRC[3] <= CRC[2] ;
  CRC[2] <= CRC[1] ;
  CRC[1] <= CRC[61] ^ CRC[0] ^ DATA[0] ;
  CRC[0] <= CRC[61] ^ DATA[0] ;
end
endmodule
==> impl_metrics.toml <==
# yosys + openroad results
[cells_and_area]
areaGrowthSynthToFinish_pct = 34.0
final_area_um2 = 3430
top_regs = "CRC x64"
drive_gt1_share_pct = 47.5
largest_reg_flops = 64
regMostFlops = "CRC"

[power]
vdd_drop_max_v = 0.000642
p_per_area_nw_per_um2 = 1210
p_leak_uw = 0.00155

[sta]
setup_tns_ps = 0
hold_violations = 0
hold-worst-slack_ps = 363
period_needed_ps = 2370
setup_violations = 0
worst_pin_slew_ps = 780
skew_ps = 7.35
drv_slew = 0
relSlewSlack_pct = 48.0
rsz0062_at_grt = "false"
post-route-period-util_pct = 71.7
max_freq_ghz = 0.422

[routing]
drc = 0
wl_per_cell_um = 13.9
first_pass_iters = 3
first_iter_violations = 64
vias = 1112
vias_per_cell = 4.48
antenna_left = 0
n_antenna_cell = 0
wl_mm = 3.44

[synth]
yosys.area_share.simple_pct = 0
synth-edff-count = 0
logic_family = "XOR/XNOR gates"
xor_area_share_pct = 30.5
ys_ff = 64
yosysWarningCount = 1
ys_area_um2 = 2560
yosysSeqAreaShare_pct = 65.7
ys_sh_mux_pct = 0
yosys.area.top_type = "dfstp_2"
netlist_instances = 105
async_flop_share_pct = 100
synth_cell_types = 8
syn_area_per_cell_um2 = 24.4
synth_area_um2 = 2560
most_common_cell = "dfstp_2"
synthFlopType = "dfstp_2"
synthAoiAreaFrac_pct = 0
area_leaders = "dfstp_2 (66%), xor3_1 (27%), xor3_4 (3.2%)"
yosys_cells = 105
ys_sh_adder_pct = 0
top_cells_by_count = "dfstp_2 (64), xor3_1 (29), buf_12 (3), xor3_4 (3)"
top_area_share_pct = 65.7

[cts]
cts_tree = "yes"
clock_latency_ps = 320
clock-sinks = 64
cts_buffer_depth = 2
path_clk_slew_ps = 60
hold_buffers = 0
ctsResizeCount = 0
htree_levels = 3
cts_root_buffer = "clkbuf_8"
cts_made_buffers = 9
post-cts-setup-buffer-count = 0

[global_route]
grt.total_usage_pct = 15.1
antenna_found_initial = 0
grt_pass1_wl_mm = 5.69
grt_max_degree = 65
grt_remaining_overflow = 0
grt_pass1_vias = 1160

[worst_hold_path]
hold_start = "CRC[7]$_DFF_PN1_"
whs_path_depth = 0
hold_path.class = "flip-flop to flip-flop"
worstHoldEndpoint = "CRC[8]$_DFF_PN1_"

[critical_path]
crit_fanout = 34
worst-path-buf-inv = 2
critPathKind = "flip-flop to output port"
worstPathArrival_ps = 1710
cp.required_ps = 2640
crit_chain = "buf_4, clkdlybuf4s50_1"
cpLargestDelayFamily = "buffers and inverters"
r2r_slack_ps = 1800
critPathLaunchType = "flip-flop"
cpMaxStageDelayCell = "clkdlybuf4s50_1"
worst_path_largest_cell_delay_ps = 530
cp-end-kind = "output port"
r2r-start = "CRC[61]$_DFF_PN1_"
r2r-end = "CRC[7]$_DFF_PN1_"
reg2regPathDepth = 2

[floorplanning]
row_count = 25
initial_core_util_pct = 53.1
core-area_um2 = 4820
fp.dieW_um = 73.5
ios = 67
chip_area_um2 = 5410
die_h_um = 73.5

[placement]
gp_congestion = 0.672
hpwl_mm = 2.06
placed_area_um2 = 3210
io_buffers = 66

[job]
cap_violations = 0
warning_count = 26

[status]
outcome = "complete, no violations"
## worst reg2reg max path, delay by kind of cell (launching register included)
| family | cells | cell delay [ps] |
|---|---|---|
| XOR/XNOR | 1 | 560 |
| buffers and inverters | 1 | 340 |
| flip-flops | 1 | 510 |
## cell families after synthesis
logic type / count (synthesis)
flops: 64
buf+inv: 8
xor+xnor: 33
## worst max-delay path by stage
stage,end,from,depth (start not counted),slack [ps]
4_1_cts,CRC[61],CRC[61]$_DFF_PN1_,2,890
5_1_grt,CRC[61],CRC[61]$_DFF_PN1_,2,830
6_report,CRC[61],CRC[61]$_DFF_PN1_,2,930
## routing by layer
layer / global-route usage (%) / vias to the layer above / wire length [um]
li1: - / 487 / -
met4: 3.63 / 0 / 49
met2: 21.1 / 44 / 1650
met3: 4.30 / 6 / 212
met1: 27.4 / 575 / 1520
met5: 0 / - / 0
## layout by cell type, fill, tap and decap left out
master,n
buf_2,2
buf_4,2
bufinv_16,1
clkbuf_1,1
clkbuf_8,13
clkdlybuf4s50_1,64
clkinv_2,1
dfstp_2,64
xor2_1,1
xor3_1,29
xor3_4,3
## stage by stage
step	instances	setup WS, ps	util [%]	power [uW]
2_1_floorplan	105	1950	-	2680
3_3_place_gp	232	1270	66.7	3470
3_5_place_dp	232	1250	66.7	3500
4_1_cts	248	887	71.2	4220
5_1_grt	248	834	71.2	4420
6_report	248	933	71.2	4150
## power by group
part | switching (uW) | leakage, uW | internal, uW
Combinational | 234 | 0.000763 | 1450
Clock | 260 | 0.000113 | 431
Sequential | 264 | 0.000673 | 1510
## final cells by class
type	instances	area, um2
clock buffers	14	183
multi-input cells	33	781
clock inverters	2	35.0
repair buffers	68	666
flip-flops and latches	64	1680
well taps	67	83.8
fillers	314	1390
No activity file was given, so power comes from the tool's default toggle rates.
