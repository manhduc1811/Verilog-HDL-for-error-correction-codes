[/design/flow/constraint.sdc]
current_design CRCchecker

set clk_period 2.3
set clk_io_pct 0.2

create_clock -name clk0 -period $clk_period [get_ports {clock}]

set non_clock_inputs [all_inputs -no_clocks]
set_input_delay [expr $clk_period * $clk_io_pct] -clock clk0 $non_clock_inputs
set_output_delay [expr $clk_period * $clk_io_pct] -clock clk0 [all_outputs]
[/design/flow/config.mk]
export PLATFORM = sky130hd
export DESIGN_NAME = CRCchecker
export DESIGN_NICKNAME = CRCchecker
export VERILOG_FILES = /design/flow/design.v
export SDC_FILE = /design/flow/constraint.sdc
export NUM_CORES = 4
export LEC_CHECK = 1
export CORE_AREA = 10 10 74 74
export DIE_AREA = 0 0 84 84
[/design/flow/design.v]
module CRCchecker(
	input clock,
	input start,
	input data,
	output done,
	output reg [15:0] r 
);
parameter IDLE		=	0;
parameter CRC_CALC	=	1;
parameter CODE_LENGTH	=	48;
wire x16 = data;
reg state = 0;
reg [5:0] counter =0;
always @ (posedge clock) begin
	case (state)
		IDLE: begin
			state <= (start) ? CRC_CALC : 	IDLE;
			r <= 16'hFFFF;
			counter <= CODE_LENGTH - 1;
		end	
		CRC_CALC: begin
			r[15] 	<= r[14] + r[15] + x16;
			r[14:3] <= r[13:2];
			r[2] 	<= r[1] + r[15] + x16;
			r[1] 	<= r[0];
			r[0]	<= r[15] + x16;
			counter <= counter - 1;
			state   <= (counter == 1)?IDLE:CRC_CALC;
		end
	endcase
end
assign done = (counter == 0);
endmodule
[/design/flow/run.sh]
#!/bin/bash
# OpenROAD 26Q1-2900-gdf79404cd8, Yosys 0.63+post, stock flow scripts
make -C /OpenROAD-flow-scripts/flow DESIGN_CONFIG=/design/flow/config.mk WORK_HOME=/design/flow/orfs finish
==> notes.md <==
Latest figures from synthesis and place and route.

The post-synth area from yosys stat is 758 um^2. The report lists the power per cell area as 1490 mW/mm^2. On the final layout, the worst clock skew is 3.92 ps. Looking at the cell usage after synthesis, the top flip-flop cell is sky130_fd_sc_hd__dfxtp_1. The region available for standard cell placement spans 0.00397 mm^2. The number of sinks handled by clock tree synthesis is 23.

The final critical-path required period is 2060 ps. Detailed routing inserted a total of 490 vias. The power report shows net switching accounting for 26.2% of the total. For this run, the top clock speed supported by timing is 485 MHz. OpenROAD emitted warnings numbering 27. Global routing used 3.88% of the available tracks. The area taken by sequential standard cells is reported as 460 um^2.

The power report puts the net switching power at 0.409 mW. The level count of the clock H-tree is 1. The part of the Yosys area used for sequential elements is 60.7%. The post-synth count of flops with an enable pin is 0. After detailed routing, the number of vias per cell comes to 3.50. The chip height is 84 um. The antenna cell count is 0. The routed length per placed instance is 9.15 um.

The starting utilization of the core area is 19.1%. The final hold violation count is 0. The initialized floorplan defines 23 standard-cell rows. The cell depth of the worst flop-to-flop path is 5. The cell at the slowest stage of the critical path is sky130_fd_sc_hd__clkdlybuf4s50_1. Data on the critical path arrives at its endpoint at 1600 ps. Looking at the worst setup and hold paths, the clock pins of their registers show a slew of 70 ps.

Entering global routing, the biggest net connects 25 pins. Max-cap violations in this run came to 0. In this run, flip-flops and latches consume 49.0% of the power.

Buffers inserted to repair hold after CTS numbered 0. The warning count from the yosys run is 1. For this run, the final setup violation count is recorded as 0. In the final layout, the fill cell count is 413. The setup slack at placement is 522 ps.

The final sum of negative setup slack is 0 ps. According to the hold report, the worst path is of the flop to flop type. The most critical setup path has its startpoint at counter[3]$_SDFF_PN1_. The buffer_ports step reported a buffer count of 19. The kind of end point of the critical path is an output pin. The die area is 0.00706 mm^2. Once detail routing completed, the nets flagged for antenna violations numbered 0. The critical path in the final layout is reported with a setup slack of 239 ps. The skew report gives the latency at the later pin of the worst-skew pair as 260 ps. The power report attributes to the clock group a share of 15.2%. The mean instance size in the synthesized netlist is 11.0 um^2. Setup repair after global routing left no endpoint under its margin. Before any placement, the netlist area is recorded as 758 um^2.

The max-slew violation total from the final report is 0. Pin placement for this block handled 20 I/O pins. The number of instances in the synthesized netlist is 69.

The relative slew slack is 49.9%. The number of global-route vias before repair was 539. In the placement report, post-DP HPWL is listed as 992 um. Walking the worst path, the cells encountered are nor4_1 -> and2_1 -> clkdlybuf4s50_1. Synthesis instantiated 18 different standard cells from the library.

The launching point of the worst reg2reg path is counter[0]$_SDFF_PN1_. The end of the critical path is done. Per the run report, area growth between synthesis and finish was 38.1%. The slack of the worst reg-to-reg path is 1040 ps. TritonCTS built the clock tree. Yosys stat counts 69 cells in the synthesized netlist. After synthesis the netlist holds a flip-flop and latch count of 23. In this run, post-CTS repair resized a total of 0 instances. The DRC violation total left in the routed layout is recorded as 0.

The startpoint type of the worst setup path is a flop. The wire length recorded after detailed routing is 1280 um. The capture point of the worst register-to-register path is recorded as counter[4]$_SDFF_PN0_. From left edge to right edge, the die measures 84 um. The final weighted congestion in routability-driven placement is 0.783.

The total clock buffers created by CTS is 3. In the final layout, the share of cells above drive strength 1 is 6.67%. Per the log, the first TritonRoute iteration ended with a DRC count of 23. For the pin with the worst max-slew slack, the measured transition is 750 ps.

The initial antenna violation count is 0. The final timing summary puts the cycle share of the worst path at 89.6%. The overflow left after global routing is 0. Among all stages on the critical path, the maximum delay recorded is 460 ps.

The flow ran to the end, and the final reports show no timing, DRC or antenna violations. The cell sitting at the root of the clock tree is a sky130_fd_sc_hd__clkbuf_8. The total internal power is 1.15 mW. The multi-input combinational cell area is 277 um^2. The power share of the combinational group is 35.8%. The first global-routing pass estimated 2390 um of wire. The critical path data required time is 1840 ps. The worst setup path is of the flop to output pin kind. The reported leakage power is 0.448 nW. In this run the VDD rail shows a maximum IR drop of 0.667 mV. The first-pass iteration count of the detailed router is 2. The total setup buffers inserted after CTS is 0. The fraction of registers with async set or reset after synthesis is 0%. In this run the deepest clock path goes through 2 buffers. The worst-path maximum fanout is 4.
-- layer usage --
layer	global-route usage, %	vias up	routed length, um
met2	6.27	13	543
met5	0	-	0
met4	0.457	0	8
met1	4.39	219	586
met3	2.36	2	142
li1	-	256	-
-- registers in the layout, indices dropped and copies added (netlist names) --
signal / count
state: 1
r: 16
counter: 6
-- layout make-up --
cell class              instances  area share (%)
clock buffers                   3            3.94
flip-flops and latches         23            44.0
multi-input cells              41            26.4
inverters                       3            1.08
well taps                      50            5.97
clock inverters                 1           0.478
repair buffers                 19            18.2
-- per-stage QoR --
stage	power (mW)	utilization, %	cells	hold WS, ps	cell area [um^2]
2_1_floorplan	0.984	-	69	386	758
3_3_place_gp	1.34	25.2	136	420	1000
3_5_place_dp	1.35	25.2	136	426	1000
4_1_cts	1.59	26.4	140	442	1050
5_1_grt	1.71	26.4	140	460	1050
6_report	1.56	26.4	140	441	1050
-- kinds of logic after synthesis --
kind of cell / share of synthesized area, %
flops: 60.7
buf+inv: 2.81
compound gates: 2.14
xor+xnor: 7.92
fa+ha+maj: 4.95
simple gates: 21.5
-- synthesized netlist by cell type, types with 2 or more instances --
master,count,area (um^2)
sky130_fd_sc_hd__ha_1,3,37.5
sky130_fd_sc_hd__dfxtp_1,23,460
sky130_fd_sc_hd__and2_1,2,12.5
sky130_fd_sc_hd__nand2b_1,13,81.3
sky130_fd_sc_hd__xnor2_1,4,35.0
sky130_fd_sc_hd__buf_2,2,10.0
sky130_fd_sc_hd__nor2_1,2,7.51
sky130_fd_sc_hd__nand2_1,7,26.3
sky130_fd_sc_hd__inv_1,3,11.3
sky130_fd_sc_hd__nor3_1,2,10.0
-- critical path, delay by kind of cell, from the launching register on --
kind	cells	cell delay [ps]
DFF	1	360
and+or+nand+nor	2	530
buffers and inverters	1	460
-- power by group through the flow --
| stage | sequential, mW | clock, mW | combinational, mW |
|---|---|---|---|
| CTS | 0.768 | 0.244 | 0.577 |
| global route | 0.800 | 0.267 | 0.641 |
| finish | 0.763 | 0.237 | 0.559 |
-- how the worst min path moves through the flow --
stage / depth (start not counted) / slack (ps) / to / startpoint
6_report: 1 / 440 / counter[0]$_SDFF_PN1_ / counter[0]$_SDFF_PN1_
5_1_grt: 1 / 460 / r[6]$_SDFF_PN1_ / r[5]$_SDFF_PN1_
4_1_cts: 1 / 440 / counter[0]$_SDFF_PN1_ / counter[0]$_SDFF_PN1_
-- placed cells by master, fill, tap and decap left out --
cell type and instances:
sky130_fd_sc_hd__a21oi_1 1, sky130_fd_sc_hd__nand2b_1 13, sky130_fd_sc_hd__ha_1 3, sky130_fd_sc_hd__clkdlybuf4s50_1 19, sky130_fd_sc_hd__clkinv_2 1, sky130_fd_sc_hd__o21ai_1 1
sky130_fd_sc_hd__xor2_1 1, sky130_fd_sc_hd__dfxtp_1 23, sky130_fd_sc_hd__clkbuf_8 3, sky130_fd_sc_hd__nor4_1 1, sky130_fd_sc_hd__and3_1 1, sky130_fd_sc_hd__nand2_1 7
sky130_fd_sc_hd__xnor2_1 4, sky130_fd_sc_hd__nor3_1 2, sky130_fd_sc_hd__inv_1 3, sky130_fd_sc_hd__nor2_1 2, sky130_fd_sc_hd__a31oi_1 1, sky130_fd_sc_hd__xor2_2 1
sky130_fd_sc_hd__nor3b_2 1, sky130_fd_sc_hd__and2_1 2
No activity file was given, so power comes from the tool's default toggle rates.
